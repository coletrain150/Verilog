===== design/flow/constraint.sdc =====
current_design moore

set clk_period 1.6
set clk_io_pct 0.2

create_clock -name clk0 -period $clk_period [get_ports {clk}]

set non_clock_inputs [all_inputs -no_clocks]
set_input_delay [expr $clk_period * $clk_io_pct] -clock clk0 $non_clock_inputs
set_output_delay [expr $clk_period * $clk_io_pct] -clock clk0 [all_outputs]

===== design/flow/run.sh =====
#!/bin/bash
# OpenROAD 26Q1-2900-gdf79404cd8, Yosys 0.63+post, stock flow scripts
make -C /OpenROAD-flow-scripts/flow DESIGN_CONFIG=/design/flow/config.mk WORK_HOME=/design/flow/orfs finish

===== design/flow/config.mk =====
export PLATFORM = sky130hd
export DESIGN_NAME = moore
export DESIGN_NICKNAME = moore
export VERILOG_FILES = /design/flow/design.v
export SDC_FILE = /design/flow/constraint.sdc
export NUM_CORES = 4
export LEC_CHECK = 1
export CORE_AREA = 10 10 70 70
export DIE_AREA = 0 0 80 80

===== design/flow/design.v =====
module moore
#(
  parameter reg [2:0] WAITING=3'b000,
  parameter reg [2:0] RCV1 = 3'b001,
  parameter reg [2:0] RCV11 = 3'b010,
  parameter reg [2:0] RCV110 = 3'b011,
  parameter reg [2:0] RCV1101 = 3'b100
)
(
 input wire clk,
 input wire n_rst,
 input wire i,
 output reg o
);
   reg [2:0] state;
   reg[2:0] nextstate;
   assign o = (state == RCV1101) ? 1 : 0;
always@(posedge clk, negedge n_rst)
  begin
     if (n_rst == 0) begin
       state <= WAITING;
     end
     else begin
	state <= nextstate;
     end
  end
always@(state,i)
  begin
     case(state)
       WAITING:begin
	  if(i==1)begin
	     nextstate = RCV1;
	  end
	  else begin
	     nextstate = WAITING;
	  end
       end
       RCV1:begin
	  if(i==1)begin
	     nextstate = RCV11;
	  end
	  else begin
	     nextstate = WAITING;
	  end
       end
       RCV11:begin
	  if(i==0)begin
	     nextstate = RCV110;
	  end
	  else begin
	     nextstate = RCV11;
	  end
       end
       RCV110:begin
	  if(i==1)begin
	     nextstate = RCV1101;
	  end
	  else begin
	     nextstate = WAITING;
	  end
       end
       RCV1101:begin
	  if(i==1)begin
	     nextstate = RCV11;
	  end
	  else begin
	     nextstate = WAITING;
	  end
       end
       default : nextstate = WAITING;
     endcase  
  end  
endmodule  

==> results.py <==
# Flow results
metrics = {
    "status": {
        "status": "complete, no violations",
    },
    "worst_setup_path": {
        "ff2ff_path_depth": 2,
        "regToRegSetupSlack_ps": 740,
        "cpMaxStageDelayCell": "clkdlybuf4s50_1",
        "cp_top_family": "buffers and inverters",
        "endpoint": "o",
        "crit_fanout": 3,
        "criticalPathCategory": "reg -> out",
        "required_ps": 1280,
        "cp-start-kind": "flip-flop",
        "reg2reg_to": "state[0]",
        "arrival_ps": 1080,
        "cp.depth": 1,
        "reg2reg_from": "state[1]",
        "end_kind": "output pin",
        "max_stage_delay_ps": 470,
        "worst-path-buf-inv": 1,
        "crit_start": "state[1]",
        "path_cells": "clkdlybuf4s50_1",
    },
    "logic_synthesis": {
        "syn_avg_cell_area_um2": 15.0,
        "ys_ff": 5,
        "synth_chip_area_um2": 165,
        "synth_area_um2": 165,
        "ys_cells": 11,
        "top_area_cell": "dfrtp_1",
        "syn_inst": 11,
        "yosysUniqueCellTypes": 8,
        "synth-seq-area-share": 0.765,
        "topCellsByArea": "dfrtp_1 (61%), dfstp_2 (16%), o31a_1 (5.3%)",
        "top_cell_area_share": 0.606,
        "synth_warnings": 2,
    },
    "sta": {
        "period_needed_ps": 1400,
        "tightestPinTransition_ps": 290,
        "setup-violations-final": 0,
        "finalHoldViolations": 0,
        "setup_tns_ps": 0,
        "finalClockPeriodUsage": 0.876,
        "holdWs_ps": 290,
        "rsz0062_at_grt": "false",
        "fin_skew_ps": 1.93,
        "max-slew-margin-rel": 0.805,
        "drv_slew": 0,
        "fmax_mhz": 713,
    },
    "clocking": {
        "cts_resized": 0,
        "clk_latency_ps": 240,
        "hold_buffers": 0,
        "clkTransAtPathRegs_ps": 40,
        "numCtsBuffers": 3,
        "cts_root_buf": "clkbuf_4",
        "cts_tree": "built",
        "h-tree-depth": 1,
        "postCtsSetupRepairBufs": 0,
        "clockBufferDepth": 2,
        "clock-sinks": 5,
    },
    "floorplanning": {
        "fp_util": 0.0484,
        "num_rows": 21,
        "die_w_um": 80,
        "io_pins": 4,
        "core_um2": 3420,
        "die_height_um": 80,
        "die_area_um2": 6400,
    },
    "placement": {
        "io_buffers": 3,
        "place_area_um2": 253,
        "gp_congestion": 0.650,
        "dp_hpwl_um": 252,
    },
    "grt": {
        "grt_pass1_wl_um": 593,
        "track_usage": 0.0142,
        "grt_max_degree": 6,
        "grt_pass1_vias": 139,
        "overflow": 0,
        "grt_antenna_before_repair": 1,
    },
    "drt": {
        "route.detailed.drc": 0,
        "dr_total_vias": 113,
        "drt_iter0_markers": 9,
        "dr.pass1.iters": 2,
        "wl_per_cell_um": 5.11,
        "ant_nets": 0,
        "avgViaCountPerCell": 1.74,
        "wl_um": 332,
    },
    "power_and_ir_drop": {
        "peakVddDrop_mv": 0.185,
        "power_density_nw_per_um2": 1100,
        "total_power_uw": 310,
        "swShare": 0.213,
        "share_comb_of_total_power": 0.064,
        "p_leak_nw": 0.107,
        "clkPwrFrac": 0.477,
        "power.switching_uw": 66.0,
        "seqPwrFrac": 0.459,
        "p_int_uw": 244,
    },
    "cells_and_area": {
        "drive_gt1_frac": 0.278,
        "final_cell_area_um2": 282,
        "nFillCells": 402,
        "final_common_cell": "dfrtp_1",
        "final_cell_mix": "dfrtp_1 (4), clkbuf_4 (3), clkdlybuf4s50_1 (3)",
        "largest_reg_flops": 5,
        "regMostFlops": "state",
        "syn_to_final_growth_pct": 70.5,
        "top_regs": "state (5)",
    },
    "min_path": {
        "hold_path_class": "in -> async",
    },
    "job": {
        "maxCapViolCount": 0,
        "warnings": 25,
    },
}
## how the worst min path moves through the flow
| stage | start | endpoint | slack, ps | cells after the start |
|---|---|---|---|---|
| final | n_rst | state[1] | 290 | 1 |
| after global routing | n_rst | state[2] | 290 | 1 |
| after CTS | n_rst | state[1] | 290 | 1 |
## worst reg2reg max path, stage by stage (launching register included)
cell and delay, ps:
dfrtp_1 390, nor4_1 320, nor2_1 80
## synthesized netlist by cell type
cell type and count:
nor2b_1 1, o31a_1 1, nor4_1 1, dfstp_2 1, and2_2 1, and2_1 1, dfrtp_1 4, nor2_1 1
## power groups by stage
stage	Sequential, mW	Clock (mW)	Combinational [mW]
final	0.142	0.148	0.0197
after global routing	0.144	0.169	0.0227
after CTS	0.142	0.155	0.0201
## cell type report
cell class                 count  area, µm²  share of cell area
tap                           46       57.6               0.204
timing repair buffer           3       30.0               0.107
sequential                     5        126               0.449
clock buffer                   4       26.3              0.0933
antenna                        1       2.50             0.00889
multi-input combinational      6       38.8               0.138
## per-layer routing
metal / track usage / part of all wire / vias to the layer above
met4: 0.00176 / 0 / 0
met5: 0 / 0 / -
met3: 0.0250 / 0.26 / 0
li1: - / - / 53
met2: 0.0144 / 0.28 / 8
met1: 0.0134 / 0.46 / 52
## cell families (layout without fill, tap and decap cells)
kind of cell	after synthesis	count (layout)	synth area share
buffers and inverters	0	7	0
AOI/OAI and AO/OA	1	1	0.0530
and+or+nand+nor	5	5	0.182
DFF	5	5	0.765
other	0	1	0
## through the flow
| step | worst slack [ps] | util | instances |
|---|---|---|---|
| after floorplan | 854 | - | 11 |
| after global placement | 459 | 0.0740 | 60 |
| after detailed placement | 448 | 0.0740 | 60 |
| after CTS | 179 | 0.0817 | 64 |
| after global routing | 155 | 0.0824 | 65 |
| final | 198 | 0.0824 | 65 |
Power figures rest on the tool's default switching activity, not on a simulated workload.
