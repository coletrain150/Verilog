### flow/constraint.sdc
current_design controller

set clk_period 2.8
set clk_io_pct 0.2

create_clock -name clk0 -period $clk_period [get_ports {clk}]

set non_clock_inputs [all_inputs -no_clocks]
set_input_delay [expr $clk_period * $clk_io_pct] -clock clk0 $non_clock_inputs
set_output_delay [expr $clk_period * $clk_io_pct] -clock clk0 [all_outputs]
### flow/config.mk
export PLATFORM = sky130hd
export DESIGN_NAME = controller
export DESIGN_NICKNAME = controller
export VERILOG_FILES = /design/flow/design.v
export SDC_FILE = /design/flow/constraint.sdc
export NUM_CORES = 4
export LEC_CHECK = 1
export CORE_AREA = 10 10 70 70
export DIE_AREA = 0 0 80 80
### flow/design.v
module controller
(
 input wire clk,
 input wire n_reset,
 input wire dr,
 input wire overflow,
 output reg cnt_up,
 output wire modwait,
 output reg [1:0] op,
 output reg [3:0] src1,
 output reg [3:0] src2,
 output reg [3:0] dest,
 output reg err
);
reg flag;
typedef enum bit [3:0]{IDLE, STORE, SORT1, SORT2, SORT3, SORT4, ADD1, ADD2, ADD3, EIDLE} stateType;
reg nextflag;
assign modwait = flag;
stateType state;  
stateType nextstate;
always_ff@(posedge clk, negedge n_reset)
  begin
     if (n_reset == 0) begin
       state <= IDLE;
     end
     else begin
	state <= nextstate;
     end
  end
always_ff@(posedge clk, negedge n_reset)
  begin
     if (n_reset == 0) begin
       flag <= 0;
     end
     else begin
	flag <= nextflag;
     end
  end
always_comb
  begin
     case(state)
       IDLE:begin
	  if(dr==1)begin
	     nextstate = STORE;
	  end
	  else begin
	     nextstate = IDLE;
	  end
       end
       STORE:begin
	  if(dr==1)begin
	     nextstate = SORT1;
	  end
	  else begin
	     nextstate = EIDLE;
	  end
       end
       SORT1:begin
	  nextstate = SORT2;
       end
       SORT2:begin
	  nextstate = SORT3;
	  end
       SORT3:begin
	  nextstate = SORT4;
       end
       SORT4:begin
	  nextstate = ADD1;
       end
       ADD1:begin
	  if(overflow == 0) begin
	     nextstate = ADD2;
	  end
	  else begin
	     nextstate = EIDLE;
	  end
       end
       ADD2:begin
	  if(overflow == 0) begin
	     nextstate = ADD3;
	  end
	  else begin
	     nextstate = EIDLE;
	  end
       end
       ADD3:begin
	  if(overflow==0)begin
	     nextstate = IDLE;
	  end
	  else begin
	     nextstate = EIDLE;
	  end
       end
       EIDLE:begin
	  if(dr == 1)begin
	     nextstate = STORE;
	  end
	  else begin
	     nextstate = EIDLE;
	  end
       end
       default : nextstate = IDLE;
     endcase  
  end  
always_comb
  begin
     nextflag  = 0;
     cnt_up=0;
     err = 0;
     op = 2'b00;
     nextflag = 0;
     src2 = 0;
     dest = 0;
     src1 = 0;
     case(state)
       IDLE:begin
	  cnt_up=0;
	  err = 0;
	  op = 2'b00;
       end
       STORE:begin
	  nextflag = 1;
	  op = 2'b10;
	  dest = 5;
       end
       SORT1:begin
	  src1 = 2;
	  cnt_up = 1;
	  nextflag = 1;
	  dest = 1;
	  op = 2'b01;
       end
       SORT2:begin
	  cnt_up = 0;
	  nextflag = 1;
	  src1 = 3;
	  dest = 2;
	  op = 2'b01;
       end
       SORT3:begin
	  nextflag = 1;
	  src1 = 4;
	  dest = 3;
	  op = 2'b01;
	  cnt_up = 0;
       end
       SORT4:begin
	  nextflag = 1;
	  src1 = 5;
	  dest = 4;
	  op = 2'b01;
	  cnt_up = 0;
       end
       ADD1:begin
	  nextflag = 1;
	  op = 2'b11;
	  src1 = 1;
	  src2 = 2;
	  dest = 0;
       end
       ADD2:begin
 	  nextflag = 1;
	  op = 2'b11;
	  src1 = 0;
	  src2 = 3;
	  dest = 0;  
       end
       ADD3:begin
	  nextflag = 1;
	  op = 2'b11;
	  src1 = 0;
	  src2 = 4;
	  dest = 0;
       end
       EIDLE:begin
	  nextflag = 0;
	  err = 1;
	  op = 2'b00;
	  cnt_up = 0;
       end
     endcase  
  end  
endmodule  
### flow/run.sh
#!/bin/bash
# OpenROAD 26Q1-2900-gdf79404cd8, Yosys 0.63+post, stock flow scripts
make -C /OpenROAD-flow-scripts/flow DESIGN_CONFIG=/design/flow/config.mk WORK_HOME=/design/flow/orfs finish
==> results.sh <==
# source this file to load flow results
export IMPL_outcome="finished, final reports clean"
export IMPL_finalCriticalPeriod_ps=2540
export IMPL_core_area_sq_um=3420
export IMPL_powerDensity_nw_per_um2=979
export IMPL_layout_cells_non_filler=129
export IMPL_grt_total_usage=0.0411
export IMPL_yosysWarnings=1
export IMPL_cp_end_kind="output pin"
export IMPL_maxSlewViolCount=0
export IMPL_internal_power_mw=0.455
export IMPL_wl_per_cell_microns=10.5
export IMPL_drc_errors=0
export IMPL_lay_top_count="clkdlybuf4s50_1"
export IMPL_path_clk_slew_ps=40
export IMPL_r2r_start="state[1]"
export IMPL_cts_buffer_depth=2
export IMPL_grt_max_degree=18
export IMPL_finalSetupTns_ps=0
export IMPL_rr_endpoint="state[0]"
export IMPL_grt_pass1_wl_microns=2100
export IMPL_cts_resized_gates=0
export IMPL_timing_max_cap_violations=0
export IMPL_synth_top_area_share=0.233
export IMPL_root_buffer="clkbuf_4"
export IMPL_drt_first_pass_iters=4
export IMPL_startpoint="state[1]"
export IMPL_drt_iter0_markers=41
export IMPL_cts_tree="done"
export IMPL_rsz0062_at_grt="no"
export IMPL_finalSetupViolations=0
export IMPL_synth_distinct_cells=32
export IMPL_dpl_worst_slack_ps=509
export IMPL_fp_dieW_microns=80
export IMPL_dp_cells=125
export IMPL_ir_worst_vdd_mv=0.397
export IMPL_clock_latency_ps=240
export IMPL_synth_seq_share=0.233
export IMPL_antenna_found_initial=0
export IMPL_wl_microns=1360
export IMPL_critPathMaxStageDelay_ps=490
export IMPL_skew_ps=5.68
export IMPL_yosys_stat_area_sq_um=537
export IMPL_seqPwrFrac=0.236
export IMPL_finalHoldViolCount=0
export IMPL_syn_avg_cell_area_sq_um=8.13
export IMPL_rows=21
export IMPL_grt_pass1_vias=432
export IMPL_p_leak_nw=0.316
export IMPL_start_kind="flop"
export IMPL_fmax_mhz=394
export IMPL_die_height_microns=80
export IMPL_num_io_pins=21
export IMPL_crit_arrival_ps=1980
export IMPL_synth_flops=5
export IMPL_topCellsByArea="dfrtp_1, ha_1, buf_4"
export IMPL_hpwl_microns=1120
export IMPL_grt_ovfl_total=0
export IMPL_worstPathRequired_ps=2240
export IMPL_pwr_share_comb=0.653
export IMPL_layout_drive_gt1_share=0.108
export IMPL_post_route_util=0.220
export IMPL_viasPerCell=3.63
export IMPL_synth_area_sq_um=537
export IMPL_worstSetupPathType="flop to output pin"
export IMPL_cts_setup_buffers=0
export IMPL_layout_top_cells="clkdlybuf4s50_1, nor2_1, ha_1"
export IMPL_area_growth_pct=40.1
export IMPL_cts_inserted_buffers=3
export IMPL_worst_r2r_setup_slack_ps=1270
export IMPL_timing_final_ws_setup_ps=260
export IMPL_dieArea_sq_um=6400
export IMPL_ys_cells=66
export IMPL_fin_crit_sh=0.907
export IMPL_synth_area_leader_cell="dfrtp_1"
export IMPL_relSlewSlack=0.646
export IMPL_min_path_type="input port to asynchronous set/reset pin"
export IMPL_clock_sinks=5
export IMPL_p_clk_frac=0.110
export IMPL_path_cells="inv_1, ha_1, nand2b_2, a21boi_1, o21ai_1, clkdlybuf4s50_1"
export IMPL_gp_congestion=0.780
export IMPL_vias=468
export IMPL_cts_hold_buf=0
export IMPL_worstMarginPinSlew_ps=531
export IMPL_crit_slowest_cell="clkdlybuf4s50_1"
export IMPL_initCoreUtil=0.157
export IMPL_antenna_left=0
export IMPL_power_switching_mw=0.281
export IMPL_switching_share=0.382
export IMPL_reg2reg_depth=5
export IMPL_num_antenna_cells=0
export IMPL_port_buffers=17
export IMPL_htreeDepth=1
export IMPL_postSynthCellCount=66
export IMPL_warning_count=30
export IMPL_critPathMaxFanout=7
-- sequential cells by signal, indices dropped and copies added, names as in the netlist --
signal	cells
state	4
flag	1
-- metrics by stage --
| stage | cell area, sq um | total power [mW] | hold slack [ps] |
|---|---|---|---|
| floorplan | 544 | 0.434 | 264 |
| global placement | 726 | 0.664 | 797 |
| detailed placement | 726 | 0.662 | 793 |
| CTS | 752 | 0.752 | 534 |
| global route | 752 | 0.817 | 546 |
| finish | 752 | 0.736 | 535 |
-- worst max-delay path: cells and delay by family, from the launching register on --
kind                       cells  cell delay [ps]
buffers and inverters          2              660
DFF                            1              450
adders and majority gates      1              280
AOI/OAI and AO/OA              2              270
and+or+nand+nor                1               90
-- layer usage --
metal / wire (microns) / vias up / global-route usage
met3: 153 / 0 / 0.0239
li1: - / 249 / -
met5: 0 / - / 0
met4: 0 / 0 / 0.00528
met2: 556 / 14 / 0.0586
met1: 650 / 205 / 0.0537
-- cells in the mapped netlist --
cell type	number
ha_1	6
or2_2	1
a21oi_2	1
and2_1	1
o211a_1	1
o21bai_1	1
dfrtp_1	5
mux2_1	1
o2bb2ai_1	1
nand2_2	1
o21ai_0	1
o21ai_1	4
nand2_1	2
a21oi_1	4
a21boi_1	1
nor3b_1	1
xnor2_1	1
a211o_1	1
buf_2	1
buf_4	4
nand2b_1	2
o21a_1	1
nor2_1	7
nand4b_1	1
nand2b_2	2
inv_1	4
buf_6	1
nor2b_1	4
conb_1	1
nor3_1	2
nor2_2	1
a22oi_1	1
-- worst max-delay path by stage --
stage	to	cells past startpoint
4_1_cts	op[1]	6
5_1_grt	op[1]	6
6_report	op[1]	6
-- area by class of cell --
cell class | instances | area (sq um)
clock buffers | 4 | 26.3
fillers | 388 | 2660
inverters | 4 | 15.0
multi-input cells | 53 | 358
flip-flops and latches | 5 | 125
well taps | 46 | 57.6
repair buffers | 17 | 170
-- power by group through the flow --
stage	Combinational (mW)	Sequential [mW]	Clock [mW]
6_report	0.481	0.174	0.0813
4_1_cts	0.492	0.175	0.0852
5_1_grt	0.544	0.183	0.0897
-- cells by family after synthesis --
family,Yosys count,share of synthesized area
compound gates,17,0.207
xor+xnor,1,0.0163
fa+ha+maj,6,0.140
buf+inv,10,0.114
flops,5,0.233
mux,1,0.0210
other cells,1,0.00699
simple gates,25,0.261
Power and IR drop assume default switching activity.
